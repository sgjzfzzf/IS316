**/design/flow/config.mk**
```make
export PLATFORM = sky130hd
export DESIGN_NAME = sram
export DESIGN_NICKNAME = sram
export VERILOG_FILES = /design/flow/design.v
export SDC_FILE = /design/flow/constraint.sdc
export NUM_CORES = 4
export LEC_CHECK = 1
export CORE_UTILIZATION = 30
```
**/design/flow/design.v**
```verilog
module sram(output reg[7:0] dout, input[7:0] din, addr, input wr, rd, cs);
  reg[7:0] data[255:0];
  always @(posedge wr)
  begin
    if (cs == 1)
      begin
        data[addr] = din;
      end
  end
  always @(~rd)
  begin
    if (cs == 1)
      begin
        dout = data[addr];
      end
  end
endmodule
```
**/design/flow/constraint.sdc**
```tcl
current_design sram

set clk_period 16.1
set clk_io_pct 0.2

create_clock -name clk0 -period $clk_period [get_ports {wr}]

set non_clock_inputs [all_inputs -no_clocks]
set_input_delay [expr $clk_period * $clk_io_pct] -clock clk0 $non_clock_inputs
set_output_delay [expr $clk_period * $clk_io_pct] -clock clk0 [all_outputs]
```
**/design/flow/run.sh**
```bash
#!/bin/bash
# OpenROAD 26Q1-2900-gdf79404cd8, Yosys 0.63+post, stock flow scripts
make -C /OpenROAD-flow-scripts/flow DESIGN_CONFIG=/design/flow/config.mk WORK_HOME=/design/flow/orfs finish
```
==> impl_metrics.ini <==
; synthesis and place-and-route metrics
[place]
port-buffer-count = 25
dp_slack_ns = 8.451
place_congestion = 0.8501
place_hpwl_um = 107300
dp.cells = 6877

[worst_setup_path]
startpoint = addr[1]
crit_required_ns = 16.56
crit_end = data[43][5]$_DFFE_PP_
endpoint_kind = flop
timing.critical_path.fanout_max = 96
worstPathArrival_ns = 7.31
start_kind = input pin
path_class = input pin to flop

[yosys]
yosys.area.top_type = edfxtp_1
yosysCellCount = 3547
synth_flop_count = 2056
syn_area_um2 = 78450
syn-mean-instance-area_um2 = 22.12
top_cells_by_area = edfxtp_1, mux4_2, a22oi_1
synth-area-yosys_um2 = 78450
ys_types = 22
ys_warn_count = 1
top_area_share_pct = 78.39
synthCells = 3547

[sta]
setup_viol = 0
unclocked_pins = 8
finalCriticalPeriod_ns = 6.850
slew_violations = 0
finalSetupTns_ns = 0
worst-slew-pin-transition_ns = 1.018
untimed_endpoints = 16
hold_viol_final = 0
setup_ws_ns = 9.250
finalCritPeriodShare_pct = 42.55
fmax_mhz = 146.0
max-slew-margin-rel_pct = 31.25
rsz0062_at_grt = no

[drt]
dr.pass1.iters = 5
drt-initial-drc-count = 2202
drt-total-wl_um = 183600
vias_per_cell = 5.000
drc = 0
via_count = 36270
ant_nets = 0
wire_per_inst_um = 25.31

[clock_tree]
cts.reportedPaths.clkPinSlew_ns = 0.06
clock_path_buffers = 3
cts_setup_buffers = 0
tritoncts = yes
cts_resized = 0
htreeDepth = 4
cts_root_buf = clkbuf_16
cts_hold_buffers = 0
numCtsBuffers = 200

[layout]
drive_gt1_share_pct = 24.66
area_growth_pct = 13.92
final_common_cell = edfxtp_1
final_cells = 7254
fill_cells = 23600
final_cell_mix = edfxtp_1, mux4_2, a22oi_1

[global_route]
grt_first_pass_wirelength_um = 269200
track_usage_pct = 15.09
grt_max_degree = 121
grt-ovfl-total = 0
grt_pass1_vias = 40700
antenna_found_initial = 7

[flow_run]
openroad.warnings = 33
drv_cap = 0

[floorplan]
num_rows = 187
die_w_um = 513.4
ios = 27
chipArea_um2 = 263600
fp_util_pct = 30.21
fp.dieH_um = 513.4
core_um2 = 259700

[min_path]
hold_class = input pin to flop

[power_and_ir_drop]
p_leak_uw = 0.02654
power_density_nw_per_um2 = 121.6
p_total_uw = 10870
vdd_drop_max_uv = 107.0

[run_status]
outcome = complete, no violations
## final cells by class
| class | count | area [µm²] | share of cell area (%) |
|---|---|---|---|
| repair buffers | 160 | 1364 | 1.526 |
| clock buffers | 246 | 5220 | 5.841 |
| inverters | 1 | 3.754 | 0.004200 |
| clock inverters | 127 | 1129 | 1.263 |
| well taps | 3402 | 4257 | 4.763 |
| diodes | 4 | 10.01 | 0.01120 |
| flip-flops and latches | 2056 | 61620 | 68.95 |
| multi-input cells | 1258 | 15770 | 17.64 |
## through the flow
stage,hold slack [ns],area [µm²],utilization [%]
after floorplan,3.319,78450,-
after global placement,3.675,83010,31.96
after detailed placement,3.674,83010,31.96
after CTS,2.766,89360,34.41
after global routing,2.791,89370,34.41
final,2.808,89370,34.41
## routing by layer
metal / vias to the layer above / wire length [µm] / GRT usage [%]
met5: - / 218 / 0.4384
met2: 1970 / 87700 / 22.85
met1: 18580 / 61240 / 17.19
met3: 320 / 28260 / 10.88
met4: 19 / 6187 / 4.159
li1: 15380 / - / -
## cells by family after synthesis
kind of cell | synth area share (%)
AOI/OAI and AO/OA | 3.623
buffers and inverters | 1.402
DFF | 78.39
latches | 0.1531
muxes | 14.70
and+or+nand+nor | 1.734
## worst min path at each step
stage,startpoint,end,slack [ns],cells after the start
final,din[0],data[174][0]$_DFFE_PP_,2.81,1
after global routing,din[6],data[168][6]$_DFFE_PP_,2.79,1
after CTS,din[6],data[168][6]$_DFFE_PP_,2.77,1
## state kept, by name (all words and copies together), names as in the netlist
signal / cells
data: 2048
dout: 8
## critical path, cell delays in order
cell	delay, ns
buf_8	0.51
buf_12	0.52
nand2_1	0.63
nor2_1	0.38
nand2_1	0.65
buf_4	0.50
nor2_1	0.68
## cells in the mapped netlist
master / instances
a21oi_1: 128
a22oi_1: 256
and2_1: 3
buf_1: 19
buf_2: 36
buf_4: 16
buf_6: 16
clkbuf_1: 145
dlxtp_1: 8
edfxtp_1: 2048
inv_1: 1
mux4_2: 512
nand2_1: 28
nand2b_1: 6
nand3_1: 13
nand4_1: 8
nor2_1: 232
nor2b_1: 7
nor3_1: 30
o41ai_1: 32
or2_2: 2
or3_1: 1
## report_power, final
part	total [µW]	internal [µW]	switching [µW]
Clock	4510	2560	1950
Sequential	5890	5880	5.50
Combinational	476	165	311
Total	10900	8610	2260
