## flow/config.mk

```make
export PLATFORM = sky130hd
export DESIGN_NAME = LFSR
export DESIGN_NICKNAME = LFSR
export VERILOG_FILES = /design/flow/design.v
export SDC_FILE = /design/flow/constraint.sdc
export NUM_CORES = 4
export LEC_CHECK = 1
export CORE_UTILIZATION = 30
```

## flow/constraint.sdc

```tcl
current_design LFSR

set clk_period 3.1
set clk_io_pct 0.2

create_clock -name clk0 -period $clk_period [get_ports {clk}]

set non_clock_inputs [all_inputs -no_clocks]
set_input_delay [expr $clk_period * $clk_io_pct] -clock clk0 $non_clock_inputs
set_output_delay [expr $clk_period * $clk_io_pct] -clock clk0 [all_outputs]
```

## flow/design.v

```verilog
module LFSR(output reg [1:26] q, input clk, input rst_n, input load, input [1:26] din);
  reg[1:26] data;
  reg tmp;
  always @(posedge clk)
  begin
    if (rst_n == 0)
      data = 26'b0;
    else if (load == 1)
      data = din;
    else
      begin
        q = data;
        tmp = data[26] ^ data[8] ^ data[7] ^data[1];
        data = data >> 1;
        data[1] = tmp;
      end
  end
endmodule
```

## flow/run.sh

```bash
#!/bin/bash
# OpenROAD 26Q1-2900-gdf79404cd8, Yosys 0.63+post, stock flow scripts
make -C /OpenROAD-flow-scripts/flow DESIGN_CONFIG=/design/flow/config.mk WORK_HOME=/design/flow/orfs finish
```

==> notes.md <==
impl run done, here's what came out: status finished, final reports clean, slew margin rel. between 40% and 50%, core area 5680 sq um, syn_area_per_cell 15.9 sq um, critical path depth in cells 3, Die Area 6360 sq um, VDD IR max 0.202 mV, post-CTS setup buffer count 0, YS warnings 1, Antenna Violating Nets Remaining 0, Logic pwr share 9.6%, vias per cell 4.04, first element of the critical path rst_n, register area between 1000 and 1500 sq um, Yosys Instances 114, dpl cells 237, Crit path largest cell delay between 0.4 and 0.5 ns, Core Density at Floorplan a little under a third, # H-tree levels 2, drt drc 0, family with the most delay on the worst path buffers and inverters, max-cap violations 0, Finished Layout Cells 245, worst hold margin roughly 0.43 ns, final setup TNS 0 ns, TritonCTS clock tree built, PD cells 524 nW/um^2, Max clock buf depth 2, All-Layer GR Usage 10.3%, Hold Buf Count CTS 0, Worst-Margin Slew 0.834 ns, Post-Route WL 3.07 mm, crit-path max FO 17, initial antenna violation count 0, detailed-route wire length per cell 12.5 um, Seq share, synth a little under three quarters, tool warnings 25, dominant logic cell type in the layout clkdlybuf4s50_1, CTS Root Cell clkbuf_8, RSZ-0062 raised after global routing false, min Tclk post-route 1.89 ns, TritonCTS Buffers 5, R2R depth 3, die y size approximately 80 um, ys flops 52, drt first pass iters 4, logic area 452 sq um, Hold Crit Depth 0, vias post-DR 989, Core Util, Final 44.0%, switching fraction of total power 19.7%, RR Startpoint data[1], Worst Path Buf+Inv 2, Max Freq 0.528 GHz, final setup vio count 0, routability cong. 0.753, Port Buffers 54, YS chip area 1810 sq um, worst hold-check path type register to register, largest net degree at the start of global routing 28, Final Max Slew Viols 0, Crit path required time 3.09 ns, critical path, cell by cell clkdlybuf4s50_1 -> nor2b_2 -> buf_4, final period utilization 61.1%, clk sinks 52, first-pass GRT wire length ~4.8 mm, Clock Skews 0.00479 ns, slowest CP cell clkdlybuf4s50_1, sequential power share 59.4%, startpoint types input pin, # fillers 529, drt first-iter violations roughly 66, CP arrival roughly 1.9 ns, vias in the first global route 951, Setup crit end kind register, Psw 0.258 mW, power after layout 1.31 mW, DP HPWL 2.04 mm, Crit Path Class input pin to register, Final Hold Viols 0, Std-Cell Rows 27, I/O Pins 55, Mapped Area around 1800 sq um, Synth cell types 13, n_diodes 0, internal power 1.05 mW, overall die width ~80 um, clock network power share between 30% and 40%, Clock Latency Late Sink roughly 0.30 ns, Overflow after GRT 0, Gates resized, CTS repair 0, leakage power 0.954 nW, layout cells sized above 1 6.36%, CTS clk-pin slew, worst paths 0.09 ns, Syn Inst Count 114, Top cells excl fill/tap clkdlybuf4s50_1 (53), dfxtp_1 (26), edfxtp_1 (26), Area growth syn-to-layout 37.7%, Hold Crit Start data[9]
-- worst register-to-register path, delay by kind of cell, from the launching register on --
family	cells	cell delay [ns]
AND-OR/OR-AND	1	0.08
flip-flops	1	0.37
XOR/XNOR	2	0.33
-- final cells by class --
type                       count  share of cell area, %
sequential                    52                   52.1
timing repair buffer          56                   22.0
multi-input combinational     56                   18.1
clock buffer                   8                   4.01
tap                           72                   3.61
inverter                       1                  0.150
-- cells by family (layout without fill, tap and decap cells) --
group	after synthesis	after routing	synth area share (%)
AND-OR/OR-AND	2	2	0.551
XOR/XNOR	3	3	1.45
buffers and inverters	6	65	3.52
flip-flops	52	52	71.7
multiplexers	25	25	13.8
AND/OR/NAND/NOR	26	26	8.97
-- path summary, 6_finish.rpt --
path                            slack (ns)  endpoint
worst min-delay path                  0.43      q[9]
worst min register to register        0.43      q[9]
worst max-delay path                  1.21     q[11]
worst max register to register        2.21   data[1]
-- synth_stat cells --
master / number / area [sq um]
clkbuf_1: 1 / 3.75
nor2b_1: 26 / 163
inv_1: 1 / 3.75
mux2i_1: 25 / 250
a21oi_1: 1 / 5.00
edfxtp_1: 26 / 781
o21ai_1: 1 / 5.00
dfxtp_1: 26 / 521
buf_12: 2 / 40.0
buf_6: 1 / 11.3
xor2_1: 2 / 17.5
buf_2: 1 / 5.00
xnor2_1: 1 / 8.76
-- through the flow --
step	cell area, sq um	setup WS [ns]
6_report	2500	1.21
5_1_grt	2500	1.11
4_1_cts	2500	1.19
3_5_place_dp	2400	0.866
3_3_place_gp	2400	0.885
2_1_floorplan	1810	0.598
-- state kept, by name, summed over array words and instances, names as in the netlist --
signal	flops
data	26
q	26
-- power by group through the flow --
stage / clock network (mW) / logic [mW] / registers [mW]
finish: 0.406 / 0.125 / 0.777
CTS: 0.412 / 0.127 / 0.778
global route: 0.439 / 0.137 / 0.782
-- metal layers --
layer	track usage, %	up-vias	routed length (um)
li1	-	506	-
met2	14.9	36	1390
met5	0	-	0
met1	17.3	440	1450
met4	1.79	0	63
met3	2.09	7	172
No activity file was given, so power comes from the tool's default toggle rates.
