===== run.sh =====
#!/bin/bash
# OpenROAD 26Q1-2900-gdf79404cd8, Yosys 0.63+post, stock flow scripts
make -C /OpenROAD-flow-scripts/flow DESIGN_CONFIG=/design/flow/config.mk WORK_HOME=/design/flow/orfs finish

===== design.v =====
module ALU(output reg c_out, output reg[7:0] sum, input[2:0] oper, input[7:0] a, input[7:0] b, input c_in);
  always @(*)
  begin
    case (oper)
      3'b000: 
        begin
          {c_out, sum} = {1'b0, a}+{1'b0, b}+{8'b00000000, c_in};
        end
      3'b001: 
        begin
          {c_out, sum} = {1'b0, a}+(~{1'b0, b})+{8'b00000000, c_in};
        end
      3'b010: 
        begin
          {c_out, sum} = (~{1'b0, a})+{1'b0, b}+{8'b00000000, c_in};
        end
      3'b011: 
        begin
          c_out = 0; 
          sum = a|b;
        end
      3'b100: 
        begin
          c_out = 0; 
          sum = a&b;
        end
      3'b101: 
        begin
          c_out = 0; 
          sum = (~a)&b;
        end
      3'b110: 
        begin
          c_out = 0; 
          sum = a^b;
        end
      3'b111: 
        begin
          c_out = 0; 
          sum = a~^b; 
        end
    endcase
  end
endmodule

===== config.mk =====
export PLATFORM = sky130hd
export DESIGN_NAME = ALU
export DESIGN_NICKNAME = ALU
export VERILOG_FILES = /design/flow/design.v
export SDC_FILE = /design/flow/constraint.sdc
export NUM_CORES = 4
export LEC_CHECK = 1
export CORE_AREA = 10 10 90 90
export DIE_AREA = 0 0 100 100

===== constraint.sdc =====
current_design ALU

set clk_period 5.1
set clk_io_pct 0.2

create_clock -name clk0 -period $clk_period

set non_clock_inputs [all_inputs -no_clocks]
set_input_delay [expr $clk_period * $clk_io_pct] -clock clk0 $non_clock_inputs
set_output_delay [expr $clk_period * $clk_io_pct] -clock clk0 [all_outputs]

==> datasheet_impl.txt <==
Physical design parameters

Parameter                              Value

Synth
  Synthesized chip area reported by yosys    1710 um2
  Seq share, synth    0%
  Synth top area cells    sky130_fd_sc_hd__ha_1 (21%), sky130_fd_sc_hd__fa_1 (7.0%), sky130_fd_sc_hd__a21oi_1 (6.7%)
  Number of warnings printed during yosys synthesis    1
  Gate count of the mapped netlist    245
  Number of distinct library cells after synthesis    46
  Synthesized cell area    1710 um2
  Mean Syn Cell Area    6.99 um2
  Cell count listed in synth_stat.txt    245
  Library cell occupying the most area in the post-synthesis netlist    sky130_fd_sc_hd__ha_1
  Post-synth top area share    21.2%

Clock network
  Buffer count from post-CTS setup fixing    0
  Number of hold buffers added after CTS    0

Floorplan
  Chip area    10000 um2
  # IOs    29
  Vert. Die Dim    100 um
  Chip Width    100 um
  Std-Cell Core Area    6280 um2
  Fp util    27.3%
  Placement row count    29

Worst setup path
  Data arrival, critical path    3.91 ns
  Critical path required time    4.08 ns
  Critical-path maximum fanout    3
  Critical path endpoint category    primary output
  Startpoint-to-endpoint class of the critical path    input port to primary output
  Type of element launching the critical path    input port

Job
  Max-cap violations    0
  Tally of OpenROAD warnings    55

Route
  Total number of vias    1757
  Via density per instance    4.99
  TritonRoute pass-1 iters    4
  Total Wirelength    4.70 mm
  Detailed Route Iter0 Violations    118
  DRC    0
  Average routed wire per standard cell    13.3 um
  Number of nets with antenna violations after detailed routing    0
  Ant. Diodes    0

GRT
  GRT Residual Overflow    0
  Global-route wire length before repair    8.04 mm
  Via count of the first global-routing pass    1700
  Largest net degree at the start of global routing    16
  Number of antenna violations at the first check in global routing    0
  Overall routing resource usage    9.31%

Final layout
  Sequential cell area    0 um2
  Number of clock buffers in the layout    0
  Share of final-layout standard cells stronger than drive strength 1    8.36%
  Flop count    0
  Post-route cell area    2140 um2
  Synth-to-Final Area Change    25.1%

Final timing
  Time the final worst path needs with I/O delays and setup    4.93 ns
  Slew @ Worst Pin    0.439 ns
  RSZ-0062 raised after global routing    false
  Final setup fails    0
  Ratio of final minimum period to clock period    96.7%
  Number of hold violations in the final report    0
  Aggregate negative setup slack    0 ns
  Worst hold slack across all endpoints    3.22 ns
  Number of max-slew violations in the final report    0
  Achievable Freq    0.203 GHz
  Slew Limit Headroom    70.6%

Min path
  Hold Path Sink    sum[0]
  Startpoint of the lowest-slack hold path    oper[2]
  Hold Crit Depth    5
  HP Class    input port to primary output

Power
  Static power due to leakage    0.946 nW
  Pwr per Cell Area    101 nW/um2
  Maximum vdd drop    35.3 uV

Placed design
  Half-perimeter wire length of the detailed placement result    3.94 mm
  Final estimated routing congestion in global placement    0.987
  Placed standard-cell area    2140 um2
  Number of buffers added on ports    29

Status
  Result of the run    finished clean
## metal layers
| layer | share of wire, % | wire, um | GRT usage, % | vias up |
|---|---|---|---|---|
| met2 | 48 | 2270 | 16.5 | 28 |
| li1 | - | - | - | 920 |
| met4 | 0 | 0 | 0 | 0 |
| met1 | 48 | 2270 | 12.8 | 809 |
| met3 | 3.4 | 161 | 0.763 | 0 |
| met5 | 0 | 0 | 0 | - |
## how the worst max path moves through the flow
stage	to	depth (start not counted)	slack (ns)	start
5_1_grt	sum[7]	10	0.003	a[5]
6_report	c_out	11	0.17	a[0]
4_1_cts	c_out	11	0.08	a[0]
## synthesized netlist by cell type (2+ instances only)
library cell and number:
sky130_fd_sc_hd__ha_1 29, sky130_fd_sc_hd__inv_1 25, sky130_fd_sc_hd__a21oi_1 23, sky130_fd_sc_hd__nor2_1 18
sky130_fd_sc_hd__o21ai_0 16, sky130_fd_sc_hd__nand2_1 14, sky130_fd_sc_hd__xor2_1 12, sky130_fd_sc_hd__buf_2 7
sky130_fd_sc_hd__nor3_1 7, sky130_fd_sc_hd__xnor2_1 7, sky130_fd_sc_hd__a31oi_1 6, sky130_fd_sc_hd__fa_1 6
sky130_fd_sc_hd__or3_1 6, sky130_fd_sc_hd__nor2b_1 5, sky130_fd_sc_hd__o21bai_1 5, sky130_fd_sc_hd__clkbuf_1 4
sky130_fd_sc_hd__o21a_1 4, sky130_fd_sc_hd__o22ai_1 4, sky130_fd_sc_hd__a32oi_1 3, sky130_fd_sc_hd__mux2i_1 3
sky130_fd_sc_hd__nand2b_1 3, sky130_fd_sc_hd__nand3_1 3, sky130_fd_sc_hd__o32ai_1 3, sky130_fd_sc_hd__or2_2 3
sky130_fd_sc_hd__a211oi_1 2, sky130_fd_sc_hd__a221o_1 2, sky130_fd_sc_hd__and4b_1 2, sky130_fd_sc_hd__buf_4 2
sky130_fd_sc_hd__buf_6 2, sky130_fd_sc_hd__o21ai_1 2, sky130_fd_sc_hd__or3b_1 2
## cell type report
type	count	area [um2]
Timing Repair Buffer	46	418
Inverter	26	97.6
Tap cell	77	96.3
Multi-Input combinational cell	203	1530
Fill cell	670	4140
## critical path: stages
cell and delay (ns):
sky130_fd_sc_hd__clkdlybuf4s50_1 0.49, sky130_fd_sc_hd__inv_1 0.10, sky130_fd_sc_hd__fa_1 0.47, sky130_fd_sc_hd__fa_1 0.41, sky130_fd_sc_hd__nor2b_1 0.13, sky130_fd_sc_hd__o21ai_1 0.09
sky130_fd_sc_hd__a211oi_2 0.28, sky130_fd_sc_hd__o21a_1 0.18, sky130_fd_sc_hd__o21ai_0 0.09, sky130_fd_sc_hd__a31oi_1 0.16, sky130_fd_sc_hd__clkdlybuf4s50_1 0.49
## what timing repair did
item / 4_1_cts / 5_1_grt
endpoints found under the setup margin: 0 / 3
hold endpoints to repair: 0 / 0
resized: 0 / 2
## cells in the final DEF, fill, tap and decap left out, types with 6 or more instances in the layout
cell type / netlist / layout
sky130_fd_sc_hd__a21oi_1: 23 / 23
sky130_fd_sc_hd__a31oi_1: 6 / 6
sky130_fd_sc_hd__buf_4: 2 / 17
sky130_fd_sc_hd__clkdlybuf4s50_1: 0 / 29
sky130_fd_sc_hd__fa_1: 6 / 6
sky130_fd_sc_hd__ha_1: 29 / 29
sky130_fd_sc_hd__inv_1: 25 / 25
sky130_fd_sc_hd__nand2_1: 14 / 14
sky130_fd_sc_hd__nor2_1: 18 / 18
sky130_fd_sc_hd__nor3_1: 7 / 7
sky130_fd_sc_hd__o21ai_0: 16 / 16
sky130_fd_sc_hd__or3_1: 6 / 6
sky130_fd_sc_hd__xnor2_1: 7 / 7
sky130_fd_sc_hd__xor2_1: 12 / 12
## logic make-up (layout without fill, tap and decap cells)
family          count (synthesis)  count (layout)  share of synthesized area [%]
xor+xnor                       19              19                           9.72
mux                             3               3                           1.75
compound gates                 79              79                           29.1
simple gates                   67              67                           20.2
buf+inv                        42              72                           11.0
fa+ha+maj                      35              35                           28.2
## stage by stage
| step | setup slack (ns) | instances | utilization, % | power [mW] |
|---|---|---|---|---|
| after floorplan | 1.31 | 245 | - | 0.133 |
| after global placement | 0.123 | 352 | 34.0 | 0.215 |
| after detailed placement | 0.0800 | 352 | 34.0 | 0.216 |
| after CTS | 0.0754 | 352 | 34.0 | 0.217 |
| after global routing | 0.00255 | 352 | 34.1 | 0.244 |
| final | 0.168 | 352 | 34.1 | 0.217 |
## power by group
group	leakage [nW]	internal [mW]	switching [mW]	total [mW]
sequential	0	0	0	0
combinational	0.946	0.108	0.109	0.217
clock	0	0	0	0
Power is estimated from default activity; no workload was simulated.
